<file path="run.sh">
#!/bin/bash
# OpenROAD 26Q1-2900-gdf79404cd8, Yosys 0.63+post, stock flow scripts
make -C /OpenROAD-flow-scripts/flow DESIGN_CONFIG=/design/flow/config.mk WORK_HOME=/design/flow/orfs finish
</file>
<file path="config.mk">
export PLATFORM = sky130hd
export DESIGN_NAME = lab7
export DESIGN_NICKNAME = lab7
export VERILOG_FILES = /design/flow/design.v
export SDC_FILE = /design/flow/constraint.sdc
export NUM_CORES = 4
export LEC_CHECK = 1
export CORE_UTILIZATION = 30
</file>
<file path="constraint.sdc">
current_design lab7

set clk_period 4.3
set clk_io_pct 0.2

create_clock -name clk0 -period $clk_period [get_ports {clk}]

set non_clock_inputs [all_inputs -no_clocks]
set_input_delay [expr $clk_period * $clk_io_pct] -clock clk0 $non_clock_inputs
set_output_delay [expr $clk_period * $clk_io_pct] -clock clk0 [all_outputs]
</file>
<file path="design.v">
module clk_delay(input logic clk, reset,
            output logic clk_out);
logic q0,q1,q2,q3,q4,q5,q6,q7,q8,q9,q10,q11,q12,q13,q14,q15;
t_ff ff0(
    .reset(reset),
    .clk(clk),
    .clk_out(q0)
);
t_ff ff1(
    .reset(reset),
    .clk(q0),
    .clk_out(q1)
);
t_ff ff2(
    .reset(reset),
    .clk(q1),
    .clk_out(q2)
);
t_ff ff3(
    .reset(reset),
    .clk(q2),
    .clk_out(q3)
);
t_ff ff4(
    .reset(reset),
    .clk(q3),
    .clk_out(q4)
);
t_ff ff5(
    .reset(reset),
    .clk(q4),
    .clk_out(q5)
);
t_ff ff6(
    .reset(reset),
    .clk(q5),
    .clk_out(q6)
);
t_ff ff7(
    .reset(reset),
    .clk(q6),
    .clk_out(q7)
);
t_ff ff8(
    .reset(reset),
    .clk(q7),
    .clk_out(q8)
);
t_ff ff9(
    .reset(reset),
    .clk(q8),
    .clk_out(q9)
);
t_ff ff10(
    .reset(reset),
    .clk(q9),
    .clk_out(q10)
);
t_ff ff11(
    .reset(reset),
    .clk(q10),
    .clk_out(q11)
);
t_ff ff12(
    .reset(reset),
    .clk(q11),
    .clk_out(q12)
);
t_ff ff13(
    .reset(reset),
    .clk(q12),
    .clk_out(q13)
);
t_ff ff14(
    .reset(reset),
    .clk(q13),
    .clk_out(q14)
);
t_ff ff15(
    .reset(reset),
    .clk(q14),
    .clk_out(q15)
);
t_ff ff16(
    .reset(reset),
    .clk(q15),
    .clk_out(clk_out)
);
endmodule
module d_ff(output logic [3:0] q,
            input logic clk, reset, enable,
            input logic [3:0] d);
always_ff @ (posedge clk or posedge reset)
begin
    if (reset)
        q <= #1 4'b0000;
    else begin
    if (enable)
            q <= #1 d;
            end
end
endmodule
module lab7 (input logic [3:0] num, 
        input [2:0] sel,
        input logic write, reset, clk,
        output logic an0, an1, an2, an3, an4, an5, an6, an7,
        output logic segA, segB, segC, segD, segE, segF, segG);
logic en0, en1, en2, en3, en4, en5, en6, en7, count_en;
logic [3:0] q0, q1, q2, q3, q4, q5, q6, q7;
logic A, B, C;
logic [2:0] count_d, count_q;
clk_delay tff (
    .clk(clk),
    .reset(reset),
    .clk_out(clk1)
);
always_comb
begin
    A = sel[2];
    B = sel[1];
    C = sel[0];
end
assign en0 = write & (!A) & (!B) & (!C);
assign en1 = write & (!A) & (!B) & C;
assign en2 = write & (!A) & B & (!C);
assign en3 = write & (!A) & B & C;
assign en4 = write & A & (!B) & (!C);
assign en5 = write & A & (!B) & C;
assign en6 = write & A & B & (!C);
assign en7 = write & A & B & C;
assign count_en = !write;
d_ff ff0 (
    .q (q0),
    .clk (clk1),
    .reset (reset),
    .enable (en0),
    .d (num)
);
d_ff ff1 (
    .q (q1),
    .clk (clk1),
    .reset (reset),
    .enable (en1),
    .d (num)
);
d_ff ff2 (
    .q (q2),
    .clk (clk1),
    .reset (reset),
    .enable (en2),
    .d (num)
);
d_ff ff3 (
    .q (q3),
    .clk (clk1),
    .reset (reset),
    .enable (en3),
    .d (num)
);
d_ff ff4 (
    .q (q4),
    .clk (clk1),
    .reset (reset),
    .enable (en4),
    .d (num)
);
d_ff ff5 (
    .q (q5),
    .clk (clk1),
    .reset (reset),
    .enable (en5),
    .d (num)
);
d_ff ff6 (
    .q (q6),
    .clk (clk1),
    .reset (reset),
    .enable (en6),
    .d (num)
);
d_ff ff7 (
    .q (q7),
    .clk (clk1),
    .reset (reset),
    .enable (en7),
    .d (num)
);
always_comb count_d = count_q + 1;
always_ff@(posedge clk1 or posedge reset)
begin
    if (reset) begin
        count_q <= #1 0;
    end
    else if (count_en) begin
        count_q <= #1 count_d;
    end
end
logic [2:0] c;
always_comb begin
    case (write)
        1'b1:c = sel;
        1'b0:c = count_q;
    endcase
end
logic [3:0] y;
always_comb begin
    case (c)
        3'b000:y = q0;
        3'b001:y = q1;
        3'b010:y = q2;
        3'b011:y = q3;
        3'b100:y = q4;
        3'b101:y = q5;
        3'b110:y = q6;
        3'b111:y = q7;
    endcase
end
logic [6:0] sara;
always_comb
begin
    segA = sara[6];
    segB = sara[5];
    segC = sara[4];
    segD = sara[3];
    segE = sara[2];
    segF = sara[1];
    segG = sara[0];
end
always_comb begin
    case (y)
        4'b0000: sara = 7'b0000001;
        4'b0001: sara = 7'b1001111;
        4'b0010: sara = 7'b0010010;
        4'b0011: sara = 7'b0000110;
        4'b0100: sara = 7'b1001100;
        4'b0101: sara = 7'b0100100;
        4'b0110: sara = 7'b0100000;
        4'b0111: sara = 7'b0001111;
        4'b1000: sara = 7'b0000000;
        4'b1001: sara = 7'b0000100;
        4'b1010: sara = 7'b0001000;
        4'b1011: sara = 7'b1100000;
        4'b1100: sara = 7'b0110001;
        4'b1101: sara = 7'b1000010;
        4'b1110: sara = 7'b0110000;
        4'b1111: sara = 7'b0111000;
    endcase
end
logic [7:0] zulfi;
always_comb
begin
    an0 = zulfi[7];
    an1 = zulfi[6];
    an2 = zulfi[5];
    an3 = zulfi[4];
    an4 = zulfi[3];
    an5 = zulfi[2];
    an6 = zulfi[1];
    an7 = zulfi[0];
end
always_comb begin
    case (c)
        3'b000: zulfi = 8'b01111111;
        3'b001: zulfi = 8'b10111111;
        3'b010: zulfi = 8'b11011111;
        3'b011: zulfi = 8'b11101111;
        3'b100: zulfi = 8'b11110111;
        3'b101: zulfi = 8'b11111011;
        3'b110: zulfi = 8'b11111101;
        3'b111: zulfi = 8'b11111110;
    endcase
end
endmodule
module t_ff (input logic clk, reset,
            output logic clk_out);
logic q;
assign clk_out = q;            
always_ff @(posedge clk or posedge reset)
begin
    if (reset)
        q <= 0;
    else
        q <= !q;
end
endmodule
</file>
==> results.sh <==
# flow metrics
export IMPL_rsz0062_at_grt="true"
export IMPL_dr_first_iter_drc_count=63
export IMPL_p_sw_share_pct=41.7
export IMPL_grt_pass1_vias=1731
export IMPL_via_per_inst=4.69
export IMPL_period_needed_ps=4160
export IMPL_fp_dieW_um=95.4
export IMPL_fp_util_pct=31.4
export IMPL_grt_max_degree=53
export IMPL_io_pins=25
export IMPL_startpoint="write"
export IMPL_drc=0
export IMPL_cts_setup_buffers=0
export IMPL_combPwrFrac_pct=94.5
export IMPL_rows=33
export IMPL_unclocked_pins=51
export IMPL_async_flop_share_pct=100
export IMPL_cp_max_fo=3
export IMPL_antenna_cells=0
export IMPL_edf_count=0
export IMPL_r2r_end="tff.ff0.q"
export IMPL_hold_viol=0
export IMPL_dp_hpwl_um=3980
export IMPL_layout_drive_gt1_share_pct=33.5
export IMPL_globalplace_congestion=0.865
export IMPL_r2r_slack_ps=3820
export IMPL_power_frac_seq_pct=5.5
export IMPL_status="completed"
export IMPL_syn_area_um2=2620
export IMPL_area_growth_pct=25.3
export IMPL_yosysTopAreaCellShare_pct=49.7
export IMPL_warning_count=33
export IMPL_top_area_cell="dfrtp_1"
export IMPL_finalSetupViolCount=0
export IMPL_required_ps=3440
export IMPL_power_density_nw_per_um2=54.6
export IMPL_crit_type="input port to primary output"
export IMPL_reg2reg_from="tff.ff0.q"
export IMPL_setup_ws_ps=141
export IMPL_place_ws_ps=-451
export IMPL_via_count=1770
export IMPL_ys_area_um2=2620
export IMPL_synthFlopType="dfrtp_1"
export IMPL_endpoint="segA"
export IMPL_arrival_ps=3300
export IMPL_ys_seq_share_pct=49.7
export IMPL_n_fill_cell=798
export IMPL_maxSlewViolCount=0
export IMPL_hold_class="register to register"
export IMPL_synth_warnings=4
export IMPL_p_leak_uw=0.00146
export IMPL_p_switching_uw=74.6
export IMPL_clk_latency_ps=0
export IMPL_tightest_slew_ps=843
export IMPL_core_area_um2=8340
export IMPL_synth_cells=223
export IMPL_worst_setup_path_start_kind="input port"
export IMPL_finalClockSkew_ps=0
export IMPL_avgSynthCellArea_um2=11.7
export IMPL_antenna_found_initial=0
export IMPL_untimed_endpoints=51
export IMPL_yosys_cells=223
export IMPL_antenna_left=0
export IMPL_fmax_ghz=0.240
export IMPL_grt_pass1_wl_um=8790
export IMPL_r2r_cells=1
export IMPL_die_h_um=95.4
export IMPL_wl_um=5090
export IMPL_synthDistinctLibCells=48
export IMPL_peakVddDrop_uv=41.6
export IMPL_wire_per_inst_um=13.5
export IMPL_dieArea_um2=9100
export IMPL_clk_pin_slew_ps=0
export IMPL_finalClockPeriodUsage_pct=96.7
export IMPL_grt_usage_pct=12.6
export IMPL_cap_violations=0
export IMPL_clock_power_share_pct=0
export IMPL_intPower_uw=104
export IMPL_worst_setup_path_end_kind="primary output"
export IMPL_drt_pass1_iter_count=4
export IMPL_overflow=0
export IMPL_fin_tns_setup_ps=0
export IMPL_io_buffers=24
export IMPL_ys_flops=52
export IMPL_area_leaders="dfrtp_1 (50%), mux2_2 (14%), mux2i_1 (4.2%)"
export IMPL_slew_headroom_pct=43.7
## timing repair
action / 4_1_cts / 5_1_grt
resized: 15 / 11
gates cloned: 1 / 0
setup endpoints to repair: 7 / 5
pin swaps: 2 / 1
hold buffers: 0 / 0
## registers in the layout, indices dropped and copies added, names as in the netlist, 3 cells and up
name and count:
ff4.q 4, ff3.q 4, ff7.q 4, ff2.q 4, ff0.q 4, ff1.q 4, ff5.q 4, count_q 3
ff6.q 4
## metrics by stage
stage	power, uW	area [um2]	hold slack, ps	utilization [%]	instances
finish	179	3280	412	39.3	377
global route	199	3280	422	39.3	377
CTS	179	3260	412	39.0	377
detailed placement	172	3190	411	38.3	376
global placement	173	3190	401	38.3	376
floorplan	94.1	2620	390	-	223
## worst max-delay path: stages
cell and delay, ps:
clkbuf_4 160, mux2i_4 270, mux4_2 530, a21o_1 180
o21ai_2 70, inv_2 50, buf_4 120, ha_1 190
or3_1 360, o211a_1 110, clkdlybuf4s50_1 390
## cell families after synthesis
kind of cell    Yosys count  share of synthesized area, %
mux                      47                          20.4
fa+ha+maj                 7                          3.35
flops                    52                          49.7
simple gates             48                          9.56
buf+inv                  33                          6.02
xor+xnor                  3                          1.00
compound gates           33                          9.99
## metal layers
| metal | GRT usage [%] | wire length [um] | vias up |
|---|---|---|---|
| met1 | 21.4 | 2630 | 861 |
| met3 | 1.54 | 215 | 4 |
| met2 | 18.6 | 2210 | 28 |
| met5 | 0 | 0 | - |
| li1 | - | - | 877 |
| met4 | 0.746 | 33 | 0 |
## worst min path at each step
| stage | startpoint | depth (start not counted) | end | slack (ps) |
|---|---|---|---|---|
| CTS | tff.ff0.q | 1 | tff.ff0.q | 410 |
| global route | tff.ff0.q | 1 | tff.ff0.q | 420 |
| finish | tff.ff0.q | 1 | tff.ff0.q | 410 |
## synth_stat cells, drive strengths merged, types with 3 or more instances
cell type / n
nand3: 3
inv: 24
a21oi: 5
ha: 7
nand2b: 3
buf: 7
nor3: 3
nand2: 19
mux2i: 12
o32ai: 3
o21ai: 8
or3: 3
xnor2: 3
mux2: 34
dfrtp: 52
nor2: 6
a22o: 5
## power by group through the flow
stage,sequential [uW],clock [uW],combinational [uW]
finish,9.77,0,169
CTS,9.77,0,170
global route,9.77,0,189
## final cells by class
| cell class | count | area [um2] | area share, % |
|---|---|---|---|
| Tap cell | 105 | 131 | 4.00 |
| Sequential cell | 52 | 1300 | 39.7 |
| Multi-Input combinational cell | 138 | 1200 | 36.7 |
| Timing Repair Buffer | 58 | 556 | 16.9 |
| Inverter | 24 | 90.1 | 2.75 |
## placed cells by master, fill, tap and decap left out, drive strengths merged, types with 3 or more instances in the layout
| cell | synthesis | routed |
|---|---|---|
| xnor2 | 3 | 3 |
| nand2 | 19 | 19 |
| nand3 | 3 | 3 |
| o32ai | 3 | 3 |
| ha | 7 | 7 |
| nand2b | 3 | 3 |
| a21oi | 5 | 5 |
| or3 | 3 | 3 |
| dfrtp | 52 | 52 |
| inv | 24 | 24 |
| buf | 7 | 33 |
| nor2 | 6 | 6 |
| clkdlybuf4s50 | 0 | 19 |
| nor3 | 3 | 3 |
| mux2 | 34 | 34 |
| o21ai | 8 | 8 |
| mux2i | 12 | 12 |
| a22o | 5 | 5 |
Power is estimated from default activity; no workload was simulated.
